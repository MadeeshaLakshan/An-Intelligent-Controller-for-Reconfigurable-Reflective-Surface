--- ./run.sh ---
#!/bin/bash
# OpenROAD 26Q1-2900-gdf79404cd8, Yosys 0.63+post, stock flow scripts
make -C /OpenROAD-flow-scripts/flow DESIGN_CONFIG=/design/flow/config.mk WORK_HOME=/design/flow/orfs finish
--- ./config.mk ---
export PLATFORM = sky130hd
export DESIGN_NAME = uart_pwm_top
export DESIGN_NICKNAME = uart_pwm_top
export VERILOG_FILES = /design/flow/design.v
export SDC_FILE = /design/flow/constraint.sdc
export NUM_CORES = 4
export LEC_CHECK = 1
export CORE_UTILIZATION = 30
--- ./constraint.sdc ---
current_design uart_pwm_top

set clk_period 12.2
set clk_io_pct 0.2

create_clock -name clk0 -period $clk_period [get_ports {clk}]

set non_clock_inputs [all_inputs -no_clocks]
set_input_delay [expr $clk_period * $clk_io_pct] -clock clk0 $non_clock_inputs
set_output_delay [expr $clk_period * $clk_io_pct] -clock clk0 [all_outputs]
--- ./design.v ---
`timescale 1ns/1ps
module pwm_9ch #(
    parameter RESOLUTION = 16
)(
    input  wire                 clk,
    input  wire                 rst_n,
    input  wire [RESOLUTION-1:0] duty0,
    input  wire [RESOLUTION-1:0] duty1,
    input  wire [RESOLUTION-1:0] duty2,
    input  wire [RESOLUTION-1:0] duty3,
    input  wire [RESOLUTION-1:0] duty4,
    input  wire [RESOLUTION-1:0] duty5,
    input  wire [RESOLUTION-1:0] duty6,
    input  wire [RESOLUTION-1:0] duty7,
    input  wire [RESOLUTION-1:0] duty8,
    output reg  [8:0]           pwm_out
);
    reg [RESOLUTION-1:0] counter;
    always @(posedge clk or negedge rst_n) begin
        if (!rst_n)
            counter <= {RESOLUTION{1'b0}};
        else
            counter <= counter + 1;
    end
    always @(posedge clk or negedge rst_n) begin
        if (!rst_n) begin
            pwm_out <= 9'b0;
        end else begin
            pwm_out[0] <= (counter < duty0);
            pwm_out[1] <= (counter < duty1);
            pwm_out[2] <= (counter < duty2);
            pwm_out[3] <= (counter < duty3);
            pwm_out[4] <= (counter < duty4);
            pwm_out[5] <= (counter < duty5);
            pwm_out[6] <= (counter < duty6);
            pwm_out[7] <= (counter < duty7);
            pwm_out[8] <= (counter < duty8);
        end
    end
endmodule
`timescale 1ns/1ps
module sev_seg_decorder(
    input [3:0] digit,
    output reg [6:0] seg
);
    always @(*)begin
        case(digit)
           4'd0: seg  = 7'b1000000;  
            4'd1: seg  = 7'b1111001;  
            4'd2: seg  = 7'b0100100;  
            4'd3: seg  = 7'b0110000;  
            4'd4: seg  = 7'b0011001;  
            4'd5: seg  = 7'b0010010;  
            4'd6: seg  = 7'b0000010;  
            4'd7: seg  = 7'b1111000;  
            4'd8: seg  = 7'b0000000;  
            4'd9: seg  = 7'b0010000;  
            4'd10: seg = 7'b0001000;  
            4'd11: seg = 7'b0000011;  
            4'd12: seg = 7'b1000110;  
            4'd13: seg = 7'b0100001;  
            4'd14: seg = 7'b0000110;  
            4'd15: seg = 7'b0001110;  
            default: seg = 7'b0111111;  
        endcase 
        end
endmodule
module uart_pwm_data_store #(
    parameter WIDTH = 16,
    parameter CHANNELS = 9
)(
    input  wire              clk,
    input  wire              rst_n,
    input  wire              rx_valid,
    input  wire [WIDTH-1:0]  rx_data,
    output reg  [3:0]        pkt_count,
    output reg [WIDTH-1:0] duty0,
    output reg [WIDTH-1:0] duty1,
    output reg [WIDTH-1:0] duty2,
    output reg [WIDTH-1:0] duty3,
    output reg [WIDTH-1:0] duty4,
    output reg [WIDTH-1:0] duty5,
    output reg [WIDTH-1:0] duty6,
    output reg [WIDTH-1:0] duty7,
    output reg [WIDTH-1:0] duty8
);
    reg [WIDTH-1:0] duty_reg [0:CHANNELS-1];
    always @(posedge clk or negedge rst_n) begin
        if (!rst_n) begin
            pkt_count <= 4'd0;
            duty0 <= 0; duty1 <= 0; duty2 <= 0;
            duty3 <= 0; duty4 <= 0; duty5 <= 0;
            duty6 <= 0; duty7 <= 0; duty8 <= 0;
        end else if (rx_valid) begin
            duty_reg[pkt_count] <= rx_data;
            duty0 <= duty_reg[0];
            duty1 <= duty_reg[1];
            duty2 <= duty_reg[2];
            duty3 <= duty_reg[3];
            duty4 <= duty_reg[4];
            duty5 <= duty_reg[5];
            duty6 <= duty_reg[6];
            duty7 <= duty_reg[7];
            duty8 <= duty_reg[8];
            if (pkt_count == CHANNELS-1)
                pkt_count <= 4'd0;
            else
                pkt_count <= pkt_count + 1;
        end
    end
endmodule
module uart_pwm_top (
    input  wire        clk,         
    input  wire        rst_n,       
    input  wire        uart_rx,     
    output wire [8:0]  pwm_out,     
    output wire [6:0] seg0,
    output wire [6:0] seg1,
    output wire [6:0] seg2,
    output wire [6:0] seg3,
    output wire [3:0] pkt_count
);
    wire        rx_valid;
    wire [15:0] rx_data;
    uart_rx #(.CLOCKS_PER_PULSE(434),  
              .BITS_PER_WORD(8), 
              .W_OUT(16) 
    ) uart_rx_inst (
        .clk(clk),
        .rst_n(rst_n),
        .rx(uart_rx),
        .m_data(rx_data),
        .m_valid(rx_valid)
    );
    wire [15:0] duty0, duty1, duty2, duty3, duty4, duty5, duty6, duty7, duty8;
    uart_pwm_data_store #(
        .WIDTH(16),
        .CHANNELS(9)
    ) data_store_inst (
        .clk(clk),
        .rst_n(rst_n),
        .rx_valid(rx_valid),
        .rx_data(rx_data),
        .pkt_count(pkt_count),
        .duty0(duty0), .duty1(duty1), .duty2(duty2),
        .duty3(duty3), .duty4(duty4), .duty5(duty5),
        .duty6(duty6), .duty7(duty7), .duty8(duty8)
    );
    pwm_9ch #(
        .RESOLUTION(16)
    ) pwm_inst (
        .clk(clk),
        .rst_n(rst_n),
        .duty0(duty0),
        .duty1(duty1),
        .duty2(duty2),
        .duty3(duty3),
        .duty4(duty4),
        .duty5(duty5),
        .duty6(duty6),
        .duty7(duty7),
        .duty8(duty8),
        .pwm_out(pwm_out)
    );
    wire [3:0] digit0 = rx_data[3:0];     
    wire [3:0] digit1 = rx_data[7:4];
    wire [3:0] digit2 = rx_data[11:8];
    wire [3:0] digit3 = rx_data[15:12];   
    sev_seg_decorder seg_inst0 (.digit(digit0), .seg(seg0));
    sev_seg_decorder seg_inst1 (.digit(digit1), .seg(seg1));
    sev_seg_decorder seg_inst2 (.digit(digit2), .seg(seg2));
    sev_seg_decorder seg_inst3 (.digit(digit3), .seg(seg3));
endmodule
module uart_rx #(
    parameter CLOCKS_PER_PULSE = 4 ,  
              BITS_PER_WORD = 8,  
              W_OUT = 24  
) (
    input clk,rst_n,rx,
    output reg m_valid,
    output reg [W_OUT-1:0] m_data 
);
    localparam  IDLE    = 2'b00, 
                START   = 2'b01, 
                DATA    = 2'b10, 
                STOP    = 2'b11;
  	reg [1:0] state; 
    localparam NUM_WORDS = W_OUT / BITS_PER_WORD;
    reg[$clog2(CLOCKS_PER_PULSE)-1:0] c_clocks;
    reg[$clog2(BITS_PER_WORD)-1:0] c_bits;
    reg[$clog2(NUM_WORDS)-1:0] c_words;
    always @(posedge clk or negedge rst_n) begin
        if (!rst_n) begin
            {c_words,c_bits,c_clocks,m_valid,m_data} <= 1'b0;
            state <= IDLE;
        end else begin
            m_valid <= 0;
            case(state)
                IDLE: if(rx == 0)
                    state <= START;
                START: if(c_clocks == CLOCKS_PER_PULSE/2 - 1) begin
                        c_clocks <= 0;
                        state <= DATA;
                    end else begin
                        c_clocks <= c_clocks + 1;
                    end
              DATA:   if(c_clocks == CLOCKS_PER_PULSE-1)begin
                            c_clocks <= 0;
                            m_data <= {rx, m_data[W_OUT-1:1]};  
                            if(c_bits == BITS_PER_WORD-1) begin
                                c_bits <= 0;
                                state <= STOP;  
                                if(c_words == NUM_WORDS - 1) begin
                                    m_valid <= 1;  
                                    c_words <= 0;  
                                end else c_words <= c_words + 1;  
                            end else c_bits <= c_bits + 1;  
                        end else c_clocks <= c_clocks + 1;  
                STOP: if(c_clocks == CLOCKS_PER_PULSE - 1) begin
                        c_clocks <= 0;
                        state <= IDLE;  
                    end else c_clocks <= c_clocks + 1;
            endcase
        end
    end        
endmodule
==> flow_summary.yaml <==
# synthesis and place-and-route metrics
worst_setup_path:
  timing.critical_path.mode_cell: "sky130_fd_sc_hd__inv_1"
  timing_worst_setup_path_type: "register to output pin"
  crit_path_start_kind: "register"
  worst_path_largest_cell_delay_ns: 0.74
  cp_top_delay_family: "flip-flops"
  worst_path_fanout_max: 15
  cp_data_required_time_ns: 9.76
  path_cells: "inv_1 > ha_1 > inv_1 > mux4_2 > clkdlybuf4s50_1"
  worstPathArrival_ns: 2.79
  worstPathBufferInverterCount: 3
  crit_path_top_delay_cell: "sky130_fd_sc_hd__dfrtp_1"
  worstSetupEndpointType: "output pin"
logic_synthesis:
  synth-edff-count: 144
  yosys_cells: 1422
  synthesis.area_sq_um: 16400
  postSynth.topFlopCell: "sky130_fd_sc_hd__dfrtp_1"
  async_flop_share: 0.5897
  syn_inst: 1422
  synth-seq-area-share: 0.5795
  ys_ff: 351
  synth.distinct_cells: 49
  ys_area_sq_um: 16400
  syn-mean-instance-area_sq_um: 11.53
  ys.warnings.count: 5
finish:
  fin_util: 0.3526
  largest_register_ffs: 144
  area_delta_synth_final_pct: 15.91
  post_route_cells_drive_above_1_share: 0.07657
detailed_routing:
  routed-wl-met2_um: 16080
  final_antenna_net_count: 0
  wl_met3_um: 3205
  antenna_cells: 0
  initial_drc_count: 653
  detail_route.wirelength_um: 36030
  remaining_design_rule_violation_count: 0
  drt-wirelength-per-cell_um: 16.30
  dr_total_vias: 10380
  firstDrtPassIters: 4
  routed.top_layer: "met5"
  route.detailed.vias_per_inst: 4.693
  wirelength_met1_um: 16070
floorplan:
  core.rowCount: 85
  core_util_floorplan: 0.3042
  die_w_um: 235.8
  pin_count: 44
  die_area_sq_um: 55610
  die_h_um: 235.8
  placeableCoreArea_sq_um: 53920
clocking:
  cts.repair.resized: 0
  h-tree-depth: 2
  cts_inserted_buffers: 37
  cts_tree: "built"
  post-cts-setup-buffers: 0
  cts.clk_slew.worst_paths_ns: 0.06
  cts_root_buffer: "sky130_fd_sc_hd__clkbuf_16"
  clkLatencyLatePin_ns: 0.53
  clk_path_buf_depth: 3
  clock_sinks: 351
  cts-hold-fix-buffers: 0
run:
  max-cap-violations: 0
  openroad.warnings: 52
sta:
  final.setup.tns_ns: 0
  maxClockFrequency_mhz: 191.1
  rsz0062_at_grt: "false"
  worst_slew_pin_slew_ns: 0.9319
  layout_worst_path_cycle_share: 0.4289
  final-hold-violation-count: 0
  timing.final.setup_violations: 0
  final-max-slew-violation-count: 0
  final_period_minus_worst_setup_slack_ns: 5.232
  maxSlewHeadroom: 0.3787
  timing.clock.skew_ns: 0.01633
place:
  detailed_place_hpwl_um: 22480
  routabilityCongestion: 0.8420
  portBuffers: 43
status:
  run_status: "finished clean"
power:
  total_leakage_power_nw: 8.269
  cellPowerDensity_nw_per_um2: 126.7
  peakVddDrop_uv: 101.1
global_routing:
  grt_max_degree: 114
  grt_pass1_vias: 10330
  grt_remaining_overflow: 0
  antenna_violations_before_repair: 1
  globalRouteTotalUtil: 0.1386
  grt_first_pass_wirelength_um: 57970
hold_path:
  kind_of_path_behind_the_tightest_hold_check: "register to register"
worst paths after layout:
check                                          endpoint                             from  cells after the start  slack (ns)
hold / removal                data_store_inst.duty1[11]  data_store_inst.duty_reg[1][11]                      2        0.44
hold reg to reg               data_store_inst.duty1[11]  data_store_inst.duty_reg[1][11]                      2        0.44
setup reg to reg           data_store_inst.pkt_count[2]             uart_rx_inst.m_valid                      5        9.33
max in group asynchronous      data_store_inst.duty7[7]                            rst_n                      3        8.80
min in group asynchronous         uart_rx_inst.state[1]                            rst_n                      1        1.83
setup / recovery                                seg3[3]          uart_rx_inst.m_data[13]                      5        6.97
worst register-to-register path: cells and delay by family (launching register included):
family,cells,cell delay [ns]
buffers and inverters,2,1.51
flip-flops,1,0.75
AND-OR/OR-AND,2,0.36
AND/OR/NAND/NOR,1,0.20
logic make-up (layout without fill, tap and decap cells):
group / count (synthesis) / count (layout) / share of synthesized area
DFF: 351 / 351 / 0.5795
and+or+nand+nor: 320 / 320 / 0.09101
AOI/OAI and AO/OA: 300 / 300 / 0.1082
buffers and inverters: 222 / 315 / 0.05149
adders and majority gates: 169 / 169 / 0.1289
muxes: 39 / 39 / 0.02960
xor gates and xnor gates: 21 / 21 / 0.01121
cell usage in the layout, fill, tap and decap left out, types with 15 or more instances in the layout:
cell type	synthesis	final
sky130_fd_sc_hd__a21o_1	28	28
sky130_fd_sc_hd__a21oi_1	40	40
sky130_fd_sc_hd__buf_4	0	25
sky130_fd_sc_hd__clkbuf_16	0	39
sky130_fd_sc_hd__clkdlybuf4s50_1	0	42
sky130_fd_sc_hd__dfrtp_1	206	205
sky130_fd_sc_hd__edfxtp_1	144	144
sky130_fd_sc_hd__ha_1	169	169
sky130_fd_sc_hd__inv_1	178	178
sky130_fd_sc_hd__mux2_2	16	16
sky130_fd_sc_hd__nand2_1	169	169
sky130_fd_sc_hd__nand3_1	15	15
sky130_fd_sc_hd__nand4_1	25	25
sky130_fd_sc_hd__nor2_1	40	40
sky130_fd_sc_hd__o21ai_0	169	169
synthesized netlist by cell type, drive strengths merged, types with 14 or more instances:
cell | count | share of area
nand3 | 15 | 0.0046
nand2b | 14 | 0.0053
mux2i | 14 | 0.0085
ha | 169 | 0.13
clkbuf | 41 | 0.0094
nor2 | 40 | 0.0092
a21o | 28 | 0.013
nand2 | 170 | 0.039
mux2 | 21 | 0.016
inv | 178 | 0.041
edfxtp | 144 | 0.26
o21ai | 169 | 0.052
a21oi | 40 | 0.012
nand4 | 25 | 0.0095
dfrtp | 206 | 0.31
metrics by stage:
| step | setup WS, ns | power, mW | hold WS, ns | cells | instance area, sq um |
|---|---|---|---|---|---|
| 6_report | 6.968 | 2.409 | 0.4449 | 2211 | 19010 |
| 5_1_grt | 6.820 | 2.477 | 0.4682 | 2211 | 19010 |
| 4_1_cts | 6.933 | 2.436 | 0.4468 | 2211 | 19010 |
| 3_5_place_dp | 7.512 | 1.263 | 0.4394 | 2143 | 17750 |
| 3_3_place_gp | 7.613 | 1.263 | 0.4366 | 2143 | 17750 |
| 2_1_floorplan | 7.469 | 1.246 | 0.4297 | 1422 | 16400 |
cell type report:
cell class	instances	area, sq um
fill	5063	34910
sequential	351	9509
multi-input combinational	849	6058
clock buffer	48	1010
tap	696	870.8
inverter	178	668.1
timing repair buffer	69	643.1
clock inverter	20	252.7
metal layers:
layer / track usage / vias to the layer above
met5: 0 / -
met4: 0.02357 / 2
met3: 0.05420 / 44
met2: 0.2070 / 289
met1: 0.2004 / 4968
li1: - / 5074
report_power, final:
group / internal [mW] / switching (mW) / total [mW] / leakage, nW
logic: 0.00160 / 0.0143 / 0.0159 / 3.13
registers: 1.22 / 0.0000000000000000153 / 1.22 / 4.54
clock network: 0.713 / 0.458 / 1.17 / 0.604
total: 1.94 / 0.472 / 2.41 / 8.27
Power is estimated from default activity; no workload was simulated.
